[run.sh]
#!/bin/bash
# OpenROAD 26Q1-2900-gdf79404cd8, Yosys 0.63+post, stock flow scripts
make -C /OpenROAD-flow-scripts/flow DESIGN_CONFIG=/design/flow/config.mk WORK_HOME=/design/flow/orfs finish
[config.mk]
export PLATFORM = sky130hd
export DESIGN_NAME = ram
export DESIGN_NICKNAME = ram
export VERILOG_FILES = /design/flow/design.v
export SDC_FILE = /design/flow/constraint.sdc
export NUM_CORES = 4
export LEC_CHECK = 1
export CORE_UTILIZATION = 40
export SYNTH_MEMORY_MAX_BITS = 65536
[constraint.sdc]
current_design ram

set clk_period 44.5
set clk_io_pct 0.2

create_clock -name clk0 -period $clk_period [get_ports {clk}]

set non_clock_inputs [all_inputs -no_clocks]
set_input_delay [expr $clk_period * $clk_io_pct] -clock clk0 $non_clock_inputs
set_output_delay [expr $clk_period * $clk_io_pct] -clock clk0 [all_outputs]
[design.v]
`timescale 1ns / 1ps
module ram(
    input clk,
    input write_enable,
    input [9:0]address,
    input [7:0]data_in,
    output reg [7:0]data_out
);
reg [7:0]ram_block[0:1023];
always @(posedge clk) begin
        if(write_enable)
            ram_block[address] <= data_in;
        else
            data_out <= ram_block[address];
end
endmodule
==> qor.csv <==
stage,metric,value,unit
status,status,completed,
synthesis,top_cells_by_area,"edfxtp_1, mux2i_1, mux4_2, o22ai_1, nor2_1",
synthesis,syn-instance-count,16235,
synthesis,async_flop_share,0,%
timing,max_freq,68.3,MHz
routing,drt_first_pass_iters,7,
die,die_height,891,um
clocking,clock_path_buffers,4,
routing,drc_errors,0,
setup_path,timing.rr.end,data_out[1],
power,powerDensity,44.0,nW/um^2
timing,tightest_slew,1.25,ns
layout,final_cell_count_no_fill,28090,
synthesis,synth_cell_types,57,
die,rows,326,
synthesis,syn_area,316000,sq um
synthesis,synthTopCellsByCount,"edfxtp_1, mux2i_1, nor2_1, mux4_2, o22ai_1",
clocking,cts.sinks,8200,
global_route,use_met1,28.6,%
layout,fin_util,45.2,%
layout,drive_gt1_share,16.9,%
routing,routed_via_density,5.71,
timing,setup_violations,0,
synthesis,synthAdderAreaFrac,0,%
synthesis,top_area_cell,edfxtp_1,
synthesis,yosysWarningCount,1,
die,core_area,788000,sq um
worst_hold_path,whs_endpoint,data_out[5],
synthesis,edf_count,8200,
flow_run,log.warning_count,62,
synthesis,top_logic_kind,multiplexers,
placement,port_buffers,27,
timing,finalSetupTns,0,ns
setup_path,reg2reg_slack,39.76,ns
global_route,grt_max_degree,117,
setup_path,r2r-start,ram_block[550][1],
synthesis,top_cell,edfxtp_1,
global_route,grt-busiest-layer,met2,
flow_run,cap_violations,0,
setup_path,start_kind,input port,
clocking,cts_setup_buffers,0,
global_route,grtUsageMet2,34.5,%
power,p_leak,114,nW
timing,period_used_share,32.9,%
clocking,htreeDepth,6,
synthesis,compound_area_share,3.45,%
synthesis,ys_cells,16235,
setup_path,ff2ff_path_depth,8,
routing,antenna_left,0,
clocking,insertion_delay,1.16,ns
global_route,antenna_found_initial,65,
worst_hold_path,hp-class,reg2reg,
clocking,cts_hold_buf,0,
worst_hold_path,hold_start,ram_block[924][5],
setup_path,worstPathArrival,15.54,ns
die,dieWidth,891,um
synthesis,top_cell_area_share,77.9,%
layout,comb_area,65000,sq um
timing,rsz0062_at_grt,false,
die,chipArea,793000,sq um
clocking,cts.clk_slew.worst_paths,0.06,ns
setup_path,crit_required,45.40,ns
global_route,grtUsageMet3,21.2,%
layout,layout.area.seq,246000,sq um
synthesis,simple_gate_area_share,2.88,%
clocking,cts_resized,0,
placement,dp_hpwl,563000,um
timing,fin_crit,14.64,ns
synthesis,ys_sh_xor,0,%
die,io_pins,28,
synthesis,yosysSeqAreaShare,77.9,%
global_route,grt-ovfl-total,0,
global_route,grt_use_total,24.8,%
synthesis,yosys_area,316000,sq um
clocking,cts-root-buf,clkbuf_16,
placement,globalplace.congestion,0.909,
timing,final_max_slew_viol_count,0,
synthesis,synth.avg_cell_area,19.5,sq um
setup_path,endpoint_kind,register,
setup_path,worstSetupPathType,in2reg,
synthesis,synthMuxAreaShare,14.1,%
routing,wl_per_cell,32.2,um
synthesis,ys_seq_elements,8200,
global_route,grt_pass1_vias,170039,
global_route,grt_pass1_wl,1270000,um
layout,area_growth,12.8,%
synthesis,yosys_most_used_dff,edfxtp_1,
timing,slew-limit-headroom,16.4,%
clocking,cts_buffers,811,
power,peakVddDrop,0.0000447,V
placement,dp_cells,26494,
routing,vias,160430,
clocking,cts_tree,done,
layout,num-fill-cells,65026,
routing,drtIter0Drc,11297,
routing,drt-total-wl,905000,um
die,fp-utilization,40.1,%
timing,final.setup_skew,0.0689,ns
worst_hold_path,hold_depth,7,
timing,final-hold-violation-count,0,
setup_path,crit_fanout,77,
## power by group
group	internal [mW]	switching, mW	total, mW
registers	8.50	0.00546	8.51
logic	0.211	0.495	0.706
clock network	3.56	2.92	6.48
## metal layers
| layer | part of all wire (%) | wire (um) |
|---|---|---|
| met2 | 45 | 410000 |
| met1 | 31 | 282000 |
| met4 | 4.1 | 36800 |
| met3 | 19 | 175000 |
| met5 | 0.19 | 1740 |
## cell usage in the layout, fill, tap and decap left out, types with 138 or more instances in the layout
master | Yosys | layout
clkbuf_16 | 0 | 813
nor4_1 | 242 | 242
clkinv_1 | 0 | 237
edfxtp_1 | 8200 | 8200
buf_4 | 60 | 772
mux2i_1 | 2255 | 2255
mux4_2 | 964 | 964
a22oi_1 | 222 | 222
o21ai_0 | 178 | 178
o22ai_1 | 878 | 878
nand2_1 | 260 | 229
clkinv_2 | 0 | 138
nand3_1 | 159 | 158
clkbuf_1 | 411 | 169
nor2_1 | 1225 | 1218
## worst max-delay path by stage
stage,startpoint,end,slack (ns),cells past startpoint
after CTS,address[0],data_out[3],30.02,13
after global routing,address[0],data_out[3],29.71,13
final,address[1],data_out[1],29.86,15
## cell type report
| type | instances | share of cell area [%] |
|---|---|---|
| Clock buffer | 982 | 5.89 |
| Multi-Input combinational cell | 6971 | 18.2 |
| Inverter | 2 | 0.00211 |
| Timing Repair Buffer | 826 | 1.88 |
| Sequential cell | 8200 | 69.1 |
| Clock inverter | 488 | 1.12 |
| Antenna cell | 125 | 0.0878 |
| Tap cell | 10496 | 3.69 |
## worst max-delay path, cell delays in order
cell     delay (ns)
buf_16         0.27
buf_4          0.62
buf_4          0.71
buf_4          0.69
buf_12         0.52
buf_4          0.56
mux2i_1        0.25
o22ai_1        0.12
nor4_1         0.40
nand3_1        0.24
nand4_1        0.32
buf_4          0.18
and4_1         0.51
nand4_1        0.43
or4_1          0.56
## cell families after synthesis
kind of cell	count (synthesis)
mux	3242
compound gates	1652
simple gates	2077
flops	8200
buf+inv	1064
## registers in the layout, indices dropped and copies added (netlist names)
register and flops:
ram_block 8192, data_out 8
## metrics by stage
| stage | hold slack, ns | instance area [sq um] | total power, mW | setup WS [ns] |
|---|---|---|---|---|
| after floorplan | 0.841 | 316000 | 9.01 | 32.85 |
| after global placement | 1.04 | 331000 | 9.37 | 28.84 |
| after detailed placement | 0.992 | 331000 | 9.37 | 28.76 |
| after CTS | 0.987 | 356000 | 15.8 | 30.02 |
| after global routing | 1.09 | 356000 | 16.1 | 29.71 |
| final | 0.981 | 356000 | 15.7 | 29.86 |
Power figures rest on the tool's default switching activity, not on a simulated workload.
