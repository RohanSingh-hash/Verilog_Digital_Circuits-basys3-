File: flow/config.mk
export PLATFORM = sky130hd
export DESIGN_NAME = demux1x16df
export DESIGN_NICKNAME = demux1x16df
export VERILOG_FILES = /design/flow/design.v
export SDC_FILE = /design/flow/constraint.sdc
export NUM_CORES = 4
export LEC_CHECK = 1
export CORE_AREA = 10 10 70 70
export DIE_AREA = 0 0 80 80
File: flow/constraint.sdc
current_design demux1x16df

set clk_period 1.4
set clk_io_pct 0.2

create_clock -name clk0 -period $clk_period

set non_clock_inputs [all_inputs -no_clocks]
set_input_delay [expr $clk_period * $clk_io_pct] -clock clk0 $non_clock_inputs
set_output_delay [expr $clk_period * $clk_io_pct] -clock clk0 [all_outputs]
File: flow/design.v
`timescale 1ns / 1ps
module demux1x16(
    input in,
    input [3:0] sel,
    output [15:0] y
);
    wire [3:0] wr;
    demux1x4 stage0 (in, sel[3:2], wr);
    demux1x4 stage1 (wr[0], sel[1:0], y[3:0]); 
    demux1x4 stage2 (wr[1], sel[1:0], y[7:4]); 
    demux1x4 stage3 (wr[2], sel[1:0], y[11:8]);
    demux1x4 stage4 (wr[3], sel[1:0], y[15:12]);
endmodule
module demux1x16bh(
    input in,
    input [3:0] sel,
    output reg [15:0] y
);
    always @(*) begin
        y = 16'b0000000000000000;
        case (sel)
            4'b0000: y[0] = in;
            4'b0001: y[1] = in;
            4'b0010: y[2] = in;
            4'b0011: y[3] = in;
            4'b0100: y[4] = in;
            4'b0101: y[5] = in;
            4'b0110: y[6] = in;
            4'b0111: y[7] = in;
            4'b1000: y[8] = in;
            4'b1001: y[9] = in;
            4'b1010: y[10] = in;
            4'b1011: y[11] = in;
            4'b1100: y[12] = in;
            4'b1101: y[13] = in;
            4'b1110: y[14] = in;
            4'b1111: y[15] = in;
            default: y = 16'b0000000000000000;
        endcase
    end
endmodule
module demux1x16df(
    input in,
    input [3:0] sel,
    output [15:0] y
);
    assign y[0]  = in & ~sel[3] & ~sel[2] & ~sel[1] & ~sel[0];
    assign y[1]  = in & ~sel[3] & ~sel[2] & ~sel[1] &  sel[0];
    assign y[2]  = in & ~sel[3] & ~sel[2] &  sel[1] & ~sel[0]; 
    assign y[3]  = in & ~sel[3] & ~sel[2] &  sel[1] &  sel[0];
    assign y[4]  = in & ~sel[3] &  sel[2] & ~sel[1] & ~sel[0];
    assign y[5]  = in & ~sel[3] &  sel[2] & ~sel[1] &  sel[0];
    assign y[6]  = in & ~sel[3] &  sel[2] &  sel[1] & ~sel[0];
    assign y[7]  = in & ~sel[3] &  sel[2] &  sel[1] &  sel[0];
    assign y[8]  = in &  sel[3] & ~sel[2] & ~sel[1] & ~sel[0];
    assign y[9]  = in &  sel[3] & ~sel[2] & ~sel[1] &  sel[0];
    assign y[10] = in &  sel[3] & ~sel[2] &  sel[1] & ~sel[0];
    assign y[11] = in &  sel[3] & ~sel[2] &  sel[1] &  sel[0];
    assign y[12] = in &  sel[3] &  sel[2] & ~sel[1] & ~sel[0];
    assign y[13] = in &  sel[3] &  sel[2] & ~sel[1] &  sel[0];
    assign y[14] = in &  sel[3] &  sel[2] &  sel[1] & ~sel[0];
    assign y[15] = in &  sel[3] &  sel[2] &  sel[1] &  sel[0];
endmodule
File: flow/run.sh
#!/bin/bash
# OpenROAD 26Q1-2900-gdf79404cd8, Yosys 0.63+post, stock flow scripts
make -C /OpenROAD-flow-scripts/flow DESIGN_CONFIG=/design/flow/config.mk WORK_HOME=/design/flow/orfs finish
==> run summary <==
yosys + openroad results -> outcome finished, violations left, failing checks negative setup slack, die area ~6400 um^2, Synth area leaders nor2_1 38%, nor3_1 13%, nand3b_1 13%, nand2b_1 11%, or3b_4 9.6%, Post-DRT Antenna Nets 0, Log Warnings 34, Port Buffers 21, Yosys Instances 23, share of the core filled with cells 0.162, min-delay src sel[2], worst relative slew slack 0.880, number of max-cap violations 0, initial antenna violation count 0, worst hold margin ~840 ps, fmax 0.711 GHz, Clock Power Share 0, yosys warning tally 0, TritonRoute pass-1 iters 2, IO Pins 21, Comb pwr share 1.000, TNS Setup -10.6 ps, fin crit share 1.01, max-slew violation count 0, Synth Seq Share 0, switch share 0.394, Flop area 0 um^2, Worst Hold Class in2out, largest net degree at the start of global routing 8, Synth Instances 23, worst setup margin -7.37 ps, switching pwr ~0.039 mW, Core ar. 3420 um^2, crit path time final 1410 ps, hpwl dp 731 um, Via Count 304, Area Overhead vs Synth 369%, clk_buf instances 0, Commonest cells post-synth 12 x nor2_1, 3 x nor3_1, 2 x nand2b_1, 2 x nand3b_1, Reg power frac 0, Int Pwr 0.0604 mW, Critical Path Sink Type output pin, vias in the first global route 281, final setup vio count 2, critical path fanouts, max 4, Die Ht 80 um, DRC violations left 0, Mapped Area 118 um^2, drt initial violations 4, unrepaired setup endpoints after global routing yes, Placement Rows 21, fp util 0.0344, distinct cell type count after synthesis 8, Seq cells 0, per-cell routed wire length 9.61 um, hold path cells 3, required time worst endpoint 1120 ps, syn avg cell area 5.11 um^2, Cell Count, Final, Fillers Out 107, share of layout cells above drive strength 1 0.689, Worst Path Arrival 1130 ps, gr usage total 0.0266, GP Congestion 0.740, cell with the most instances after synthesis nor2_1, Top-area cell share 0.383, yosys stat chip area 118 um^2, count of final hold-check violations 0, Least-Margin Pin Slew 180 ps, Via density roughly 2.8, hold endpoint y[10], overall die width 80 um, worst setup path class in2out, CP Launch Type input port, placed cell count 92, antenna diode count 0, Filler cells 387, Pleak 0.259 nW, Total Wirelength approximately 1 mm, Max VDD drop 0.0000302 V, first-pass GRT wire length 1.38 mm, grt ovf 0, pwr dens 181 nW/um^2, Synth area leader nor2_1
## cell usage in the layout (no fill, tap or decap), drive strengths merged
cell type      instances
buf                   28
clkbuf                 1
clkdlybuf4s15          2
clkdlybuf4s50          1
dlygate4sd2            6
nand2                  1
nand2b                 2
nand3                  1
nand3b                 2
nor2                  12
nor3                   4
or3b                   1
## power by group through the flow
stage / sequential (mW) / clock, mW / combinational (mW)
final: 0 / 0 / 0.0997
after global routing: 0 / 0 / 0.108
after CTS: 0 / 0 / 0.0839
## worst max-delay path by stage
| stage | startpoint | endpoint | slack [ps] | depth (start not counted) |
|---|---|---|---|---|
| finish | sel[1] | y[0] | -7 | 5 |
| global route | sel[1] | y[0] | -40 | 5 |
| CTS | sel[3] | y[5] | -30 | 5 |
## stage by stage
| step | area [um^2] | worst slack, ps | power [mW] |
|---|---|---|---|
| finish | 552 | -7.37 | 0.0997 |
| global route | 552 | -35.5 | 0.108 |
| CTS | 494 | -26.6 | 0.0839 |
| detailed placement | 400 | -671 | 0.0589 |
| global placement | 400 | -676 | 0.0583 |
| floorplan | 118 | 374 | 0.0150 |
## final cells by class
cell class                 count  area, um^2  share of cell area
timing repair buffer          38         317               0.574
tap                           46        57.6               0.104
multi-input combinational     23         178               0.322
## layer usage
layer  track usage  share of wire
met1        0.0330           0.41
met2        0.0474           0.48
met5             0              0
met3       0.00682           0.11
met4             0              0
## worst max-delay path: stages
cell    delay [ps]
buf_8          100
or3b_4         420
buf_6          130
nor3_2          80
buf_2          120
## cells by family after synthesis
kind of cell / share of synthesized area
AND/OR/NAND/NOR: 1.00
## timing repair
item,4_1_cts,5_1_grt
pin swaps,16,2
resized,68,11
hold buffers,0,0
setup endpoints to repair,16,9
setup buffers,10,5
Power and IR drop assume default switching activity.
