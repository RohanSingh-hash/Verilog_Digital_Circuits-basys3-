$ cat design/flow/config.mk
export PLATFORM = sky130hd
export DESIGN_NAME = alu
export DESIGN_NICKNAME = alu
export VERILOG_FILES = /design/flow/design.v
export SDC_FILE = /design/flow/constraint.sdc
export NUM_CORES = 4
export LEC_CHECK = 1
export CORE_UTILIZATION = 30
$ cat design/flow/constraint.sdc
current_design alu

set clk_period 4.9
set clk_io_pct 0.2

create_clock -name clk0 -period $clk_period

set non_clock_inputs [all_inputs -no_clocks]
set_input_delay [expr $clk_period * $clk_io_pct] -clock clk0 $non_clock_inputs
set_output_delay [expr $clk_period * $clk_io_pct] -clock clk0 [all_outputs]
$ cat design/flow/design.v
`timescale 1ns / 1ps
module alu(
    input [3:0] in1, in2,
    input [3:0] operations,
    output reg [7:0] out
);
    always @(*) begin
        case (operations)
            4'b0001: begin 
                 out = in1 + in2;
            end
            4'b0010: begin 
                    out = in1 - in2; 
            end
            4'b0011: begin
                out = in1 * in2;
            end
            4'b0100: begin 
                out = in1 / in2;
            end
            4'b0101: begin
                out = in1 << in2; 
            end
            4'b0110: begin 
                    out = {in1[2:0], in1[3]};
            end
            4'b0111: begin 
                    out = {in1[0], in1[3:1]};
            end
            4'b1000: begin
                out = in1 & in2;
                end
            4'b1001: begin
                out = in1 | in2;
            end
            4'b1010: begin
                out = in1 ^ in2;
            end
              4'b1011: begin
                out = ~(in1 & in2);
            end
              4'b1100: begin
                out = in1 ^~ in2;
            end
              4'b1101: begin
                out = (in1 > in2) ? 1 : 0;
            end
                4'b1110: begin
                    out = (in1 < in2) ? 1 : 0;
                end
                4'b1111: begin
                    out = (in1 == in2) ? 1 : 0;
                end
            default: begin
                out = 8'b0;
            end
        endcase
    end
endmodule
$ cat design/flow/run.sh
#!/bin/bash
# OpenROAD 26Q1-2900-gdf79404cd8, Yosys 0.63+post, stock flow scripts
make -C /OpenROAD-flow-scripts/flow DESIGN_CONFIG=/design/flow/config.mk WORK_HOME=/design/flow/orfs finish
==> flow_summary.ini <==
; implementation run metrics
[drt]
wirelength_um = 9400
viasPerCell = 5.31
num_vias = 3413
post-route-drc-count = 0
first_iter_violations = 204
routedWlPerCell_um = 14.6
drt_pass1_iterations = 15
antenna_cells = 0
ant_nets = 0

[floorplanning]
die_area_mm2 = 0.00963
fp-row-count = 34
io-pin-count = 20
core-area_mm2 = 0.00885
fp.dieW_um = 98.1
die_y_um = 98.1
fp_util_pct = 31.3

[final_layout]
seq_cells = 0
drive_above_1_share_pct = 39.4
flop_area_um2 = 0
n_clock_buffer = 0
area_growth_pct = 58.1
final_area_mm2 = 0.00438

[grt]
grt_pass1_vias = 3295
grt_max_degree = 17
grtUsageTotal_pct = 20.5
grt_first_pass_wirelength_um = 16000
antenna_found_initial = 0
overflow = 0

[worst_setup_path]
path_max_fanout = 5
required_ns = 3.92
cp_slowest_cell = mux2_4
crit_arrival_ns = 8.67
max_stage_delay_ns = 0.33
crit_path_end_kind = primary output
critPathLaunchType = input port
cpMostUsedCell = buf_4
criticalPathCategory = input port to primary output

[pwr]
ir_drop_v = 0.000123
powerDensity_mw_per_mm2 = 219
total_power_mw = 0.959
p_leak_nw = 2.15

[final_timing]
hold-worst-slack_ns = 2.56
fin_ws_ns = -4.75
period_needed_ns = 9.65
rsz0062_at_grt = yes
tns_ns = -9.94
drv_slew = 0
hold_viol = 0
setup_viol = 4
tightest_slew_ns = 0.847
slew_headroom_pct = 43.0
min_period_over_period_pct = 197
fmax_mhz = 104

[yosys]
adder_share_pct = 28.3
yosys_area_mm2 = 0.00277
syn_area_per_cell_um2 = 7.14
netlist-cell-type-count = 62
synth.yosys.warnings = 1
ys_seq_share_pct = 0
simple_gate_share_pct = 24.5
syn_inst = 388
logic_family = AND-OR/OR-AND gates
ys_sh_aoi_pct = 29.5
synthMuxAreaShare_pct = 6.41
xor_area_share_pct = 4.74
yosysCellCount = 388
syn_area_mm2 = 0.00277

[run]
warnings = 47
drv_cap = 0

[place]
dp_hpwl_um = 7170
gp_congestion = 0.965
placed_area_mm2 = 0.00385
portBuffers = 20

[hold_path]
min_path_type = input port to primary output

[status]
status = finished with violations
violations = negative setup slack
-- synthesized netlist by cell type (all sizes together) (3+ instances only) --
library cell   n  share of area, %
mux2           4               1.6
nand2         36               4.9
nor4          11               2.5
inv           27               3.7
a2111oi        3               1.6
o22ai          7               1.6
buf            7               1.2
a22oi          4               1.1
ha            53                24
xor2           4               1.3
a31oi          5               1.1
nand3          5              0.90
fa             6               4.3
or3            4               1.1
mux2i         11               4.0
nor2b          6               1.4
a21o          10               3.0
o21ai         24               4.5
o21a           8               2.2
nor2          35               4.7
nor3          12               2.2
clkbuf        12               1.6
o21bai         3              0.81
o221ai         3              0.95
a21oi         25               4.5
nand2b         8               1.8
o211ai         5               1.5
xnor2         11               3.5
nand3b         4               1.1
-- power by group --
group | total (mW) | internal, mW | switching [mW]
logic | 0.959 | 0.546 | 0.413
registers | 0 | 0 | 0
clock network | 0 | 0 | 0
-- layout by cell type, fill, tap and decap left out, types with 4 or more instances in the layout --
cell type          n
buf_4            134
buf_6              9
ha_1              44
conb_1             4
o21a_1             8
a21oi_2            6
xor2_1             4
mux2i_1            9
o21ai_2            4
nand2b_1           8
buf_2              7
a21oi_1           18
nor3_1            11
a31oi_1            5
o211ai_1           4
inv_1             24
o22ai_1            7
nor2b_1            4
nand2_1           34
clkdlybuf4s50_1    5
nor4_1            10
nand3b_1           4
ha_4               7
nand3_1            5
o21ai_0           18
xnor2_1           10
a21o_1             9
fa_1               5
nor2_1            31
-- final timing paths --
check                 startpoint  cells past startpoint      to  slack [ns]
worst max-delay path      in2[0]                     50  out[0]       -4.75
worst min-delay path      in2[2]                      5  out[7]        2.56
-- routing by layer --
layer / global-route usage (%) / up-vias / share of wire (%)
met5: 0 / - / 0
met4: 1.28 / 0 / 0.63
met3: 2.47 / 8 / 6.7
met2: 32.1 / 113 / 43
met1: 31.5 / 1568 / 49
li1: - / 1724 / -
-- logic make-up after synthesis --
group,count (synthesis)
xor gates and xnor gates,15
buffers and inverters,46
adders and majority gates,59
and+or+nand+nor,134
AOI/OAI and AO/OA,117
muxes,16
other,1
-- worst max-delay path, delay by kind of cell --
| family | cells | cell delay, ns |
|---|---|---|
| fa+ha+maj | 5 | 1.27 |
| compound gates | 15 | 2.52 |
| mux | 3 | 0.59 |
| simple gates | 7 | 0.99 |
| buf+inv | 20 | 2.32 |
-- layout make-up --
cell class | instances | area, um2
well taps | 108 | 135
multi-input cells | 345 | 2850
repair buffers | 163 | 1280
fillers | 796 | 4470
inverters | 27 | 114
-- repair_timing --
action / 4_1_cts / 5_1_grt
resized: 75 / 24
hold buffers: 0 / 0
gates cloned: 0 / 0
setup endpoints to repair: 8 / 7
pin swaps: 38 / 37
buffers inserted: 40 / 12
-- metrics by stage --
stage	std cells	worst slack, ns	utilization (%)
final	643	-4.75	49.5
after global routing	643	-5.19	49.5
after CTS	633	-4.59	47.8
after detailed placement	593	-5.46	43.6
after global placement	593	-5.25	43.6
after floorplan	391	-4.77	-
No activity file was given, so power comes from the tool's default toggle rates.
